==> flow/design.v <==
module ssd0(in, out);
	input  [3:0] in;
	output [6:0] out;
			wire an, bn, cn, dn;
			wire h6w1, h6w2;
			wire h5w1;
			wire h4w1, h4w2;
			wire h3w1, h3w2;
			wire h2w1, h2w2, h2w3;
			wire h1w1, h1n;
			wire h0w1, h0w2, h0w3;
			not 	n3g(an, in[3]);
			not 	n2g(bn, in[2]);
			not 	n1g(cn, in[1]);
			not 	n0g(dn, in[0]);
			nand 	h6g1(h6w1, an, bn, cn);				 
			nand 	h6g2(h6w2, in[2], in[1], in[0]);			 
			nand 	h6g4(out[6], h6w1, h6w2);   
			nand 	h5g1(h5w1, in[1], bn, dn);    			 
			not 	h5g2(out[5], h5w1);    		 
			nand 	h4g1(h4w1, in[2], cn, in[0]); 				    
			nand 	h4g2(h4w2, in[2], in[1], dn);			 
			nand 	h4g3(out[4], h4w1, h4w2);  
			nand 	h3g1(h3w1, cn, dn, in[2]);      	 
			nand 	h3g2(h3w2, an, bn, cn, in[0]);      	 
			nand 	h3g3(out[3], h3w1, h3w2);	 
			nand 	h2g1(h2w1, an, bn, in[0]); 				    
			nand 	h2g2(h2w2, in[1], in[0]);  			 
			nand 	h2g3(h2w3, in[1], bn);  			 
			nand 	h2g4(out[2], h2w1, h2w2, h2w3);	 
		   not   h1g0(h1n, in[0]);                   
			nand 	h1g1(h1w1, in[2], cn);	      		 
			nand 	h1g2(out[1], h1w1, h1n); 			 
			nand	   h0g1(h0w1, an, bn, cn, in[0]);  
			nand	   h0g2(h0w2, in[2], cn, dn);        
			nand	   h0g3(h0w3, in[2], in[1], in[0]); 
			nand	   h0g4(out[0], h0w1, h0w2, h0w3); 
endmodule
==> flow/run.sh <==
#!/bin/bash
# OpenROAD 26Q1-2900-gdf79404cd8, Yosys 0.63+post, stock flow scripts
make -C /OpenROAD-flow-scripts/flow DESIGN_CONFIG=/design/flow/config.mk WORK_HOME=/design/flow/orfs finish
==> flow/config.mk <==
export PLATFORM = sky130hd
export DESIGN_NAME = ssd0
export DESIGN_NICKNAME = ssd0
export VERILOG_FILES = /design/flow/design.v
export SDC_FILE = /design/flow/constraint.sdc
export NUM_CORES = 4
export LEC_CHECK = 1
export CORE_AREA = 10 10 70 70
export DIE_AREA = 0 0 80 80
==> flow/constraint.sdc <==
current_design ssd0

set clk_period 1.6
set clk_io_pct 0.2

create_clock -name clk0 -period $clk_period

set non_clock_inputs [all_inputs -no_clocks]
set_input_delay [expr $clk_period * $clk_io_pct] -clock clk0 $non_clock_inputs
set_output_delay [expr $clk_period * $clk_io_pct] -clock clk0 [all_outputs]
==> job_summary.md <==
### Yosys + OpenROAD results

| Metric | Value |
|---|---|
| Status | `finished clean` |
| Crit path time final | `between 1500 and 2000 ps` |
| Sum of buffers and inverters on the critical path | `2` |
| CP peak stage delay | `380 ps` |
| Antenna viol nets, final | `0` |
| Worst-path maximum fanout | `3` |
| Avg Cell Area, Syn | `6.882 um^2` |
| Ys cells | `14` |
| N_diodes | `0` |
| Global route overflow | `0` |
| Yosys stat area | `96.34 um^2` |
| HP Class | `primary input to output pin` |
| Worst setup margin | `66.46 ps` |
| Register share after synthesis | `0` |
| Total GRT Usage | `0.01362` |
| Crit path launch type | `primary input` |
| DIE AREA | `6400 um^2` |
| IO Pins | `11` |
| Final wirelength | `between 400 and 500 um` |
| Register area | `0 um^2` |
| Peak supply drop | `0.01989 mV` |
| DIE WIDTH | `80 um` |
| Dpl ws | `-580.8 ps` |
| Slew Viols, Final | `0` |
| Slew @ Worst Pin | `207.4 ps` |
| Slew HR | `0.8606` |
| Via density | `around 2.1` |
| Clk pwr share | `0` |
| Global-route wire length before repair | `approximately 760 um` |
| Fin cells | `74` |
| CP Capture Type | `output pin` |
| Crit path DAT | `1210 ps` |
| Delay-heaviest family, CP | `buffers and inverters` |
| Slowest stage cell, crit path | `or3b_4` |
| Combinational fraction of design power | `1.000` |
| Setup Crit Path Kind | `primary input to output pin` |
| Gp weighted congestion | `0.7550` |
| Log Warnings | `33` |
| Synth Cell Area | `96.34 um^2` |
| Routed len/inst | `roughly 6.3 um` |
| Sw frac | `0.3559` |
| First DRT Iteration DRCs | `1` |
| Hold Vio Cnt, Final | `0` |
| HPWL after detailed placement | `383.3 um` |
| Vias post-DR | `159` |
| Pint | `34.92 uW` |
| Final hold slack | `1045 ps` |
| Top-area cell share | `0.1039` |
| Leak Pwr | `around 0.12 nW` |
| Sw Pwr | `19.29 uW` |
| Sequential Power Share | `0` |
| Die y size | `80 um` |
| Post-Place Cell Area | `281.5 um^2` |
| Finished Cell Area | `287.8 um^2` |
| CP cell instances | `clkdlybuf4s15_2 > or3b_4 > a21oi_2 > dlygate4sd2_1` |
| Finished Core Util | `0.08425` |
| Clk_buf instances | `0` |
| Post-synth area hogs | `a21bo_1 10%, a21o_2 9.1%, or3b_1 9.1%` |
| Overall Power | `54.21 uW` |
| Yosys cell types | `14` |
| Synth area leader | `a21bo_1` |
| Placed Cells | `73` |
| Seq_cells | `0` |
| DRC | `0` |
| Initial antenna violation count | `0` |
| DRT Pass-1 Iters | `2` |
| Largest net degree at the start of global routing | `7` |
| RSZ-0062 raised after global routing | `false` |
| Fin crit share | `0.9585` |
| FP Util | `0.02821` |
| Setup tns final | `0 ps` |
| Core box area | `3416 um^2` |
| Final setup fails | `0` |
| Warning count from the yosys run | `0` |
| Layout cells sized above 1 | `0.5714` |
| Vias in the first global route | `around 170` |
| Critical path required time | `~1300 ps` |
| I/O Buffers | `11` |
| Max frequency | `around 650 MHz` |
| Synth-to-layout area growth | `198.7%` |
| Max_cap viols | `0` |
| Cell Pwr Density | `188.4 nW/um^2` |
| Rows | `21` |
| Gate Count Post-Synth | `14` |
[metal layers]
layer / global-route usage / share of wire
met1: 0.01582 / 0.41
met2: 0.02488 / 0.42
met3: 0.004545 / 0.18
met4: 0 / 0
met5: 0 / 0
[placed cells by master, fill, tap and decap left out, types with 2 or more instances in the layout]
cell type        instances
dlygate4sd2_1            5
buf_2                    4
buf_6                    3
clkdlybuf4s15_2          2
[final timing paths]
check,start,to,slack [ps],depth (start not counted)
hold / removal,in[0],out[0],1040,4
setup / recovery,in[3],out[3],70,4
[cells in the mapped netlist]
library cell / count
and2_1: 1
nand3_1: 1
or3b_1: 1
buf_2: 1
a21oi_1: 1
xor2_1: 1
nor3_1: 1
inv_1: 1
nand2b_1: 1
a21bo_1: 1
o31ai_1: 1
or3b_2: 1
o211ai_1: 1
a21o_2: 1
[kinds of logic after synthesis]
logic type	after synthesis	synth area share
compound gates	5	0.4026
xor+xnor	1	0.09093
buf+inv	2	0.09082
simple gates	6	0.4156
[power groups by stage]
stage	sequential, mW	clock [mW]	combinational [mW]
after global routing	0	0	0.0608
after CTS	0	0	0.0593
final	0	0	0.0542
[timing repair]
item	in CTS	in global routing
pin swaps	3	2
hold buffers	0	0
gates resized	31	3
setup buffers	2	0
endpoints found under the setup margin	7	2
cloned	0	0
[layout make-up]
| cell class | count | area (um^2) |
|---|---|---|
| inverters | 1 | 3.754 |
| well taps | 46 | 57.56 |
| fillers | 408 | 3128 |
| repair buffers | 15 | 127.6 |
| multi-input cells | 12 | 98.84 |
No activity file was given, so power comes from the tool's default toggle rates.
