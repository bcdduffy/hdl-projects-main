## constraint.sdc

```tcl
current_design pc_controller

set clk_period 6.2
set clk_io_pct 0.2

create_clock -name clk0 -period $clk_period [get_ports {clock}]

set non_clock_inputs [all_inputs -no_clocks]
set_input_delay [expr $clk_period * $clk_io_pct] -clock clk0 $non_clock_inputs
set_output_delay [expr $clk_period * $clk_io_pct] -clock clk0 [all_outputs]
```

## design.v

```verilog
module pc_controller(clock, reset, V, C, N, Z, PL, JB, BC, branch_offset, jump_addr, PC);
	input         clock;				 
	input         reset;				 
	input         V;					 
	input         C;					 
	input         N;					 
	input         Z;					 
	input         PL;					 
	input         JB;					 
	input         BC;					 
	input  [15:0] jump_addr;		 
	input  [15:0] branch_offset;	 
	output [15:0] PC;					 
	reg    [15:0] PC;
	wire   [15:0] next_pc;
	wire   [15:0] pc_inc;
	wire	 [15:0] result, PCcarry;
	wire cout, ovout, cout1, ovout1;
	always@(posedge clock) begin
		if(reset)
			PC <= 16'h0000;
		else
			PC <= next_pc;
	end
   assign next_pc = (reset == 1'b1)                           ? 16'h0000           :	 
                    (PL&JB == 1'b1)                           ? jump_addr          :	 
						  (PL&~JB&~Z == 1'b1)										? result				:
                                                                pc_inc;			          
   incrementer PCINC (pc_inc, PC);
	bit16_ripplecarry2 offsetAddition2(result, cout, ovout, PC, branch_offset, 1'b0);    
endmodule
module incrementer (inc_output, inc_input);
   input [15:0] inc_input;
	output [15:0] inc_output;
	wire [16:1] C;
	halfadd HA0 (inc_output[0], C[1], inc_input[0], 1'b1);
	halfadd HA1 (inc_output[1], C[2], inc_input[1], C[1]);
	halfadd HA2 (inc_output[2], C[3], inc_input[2], C[2]);
	halfadd HA3 (inc_output[3], C[4], inc_input[3], C[3]);
	halfadd HA4 (inc_output[4], C[5], inc_input[4], C[4]);
	halfadd HA5 (inc_output[5], C[6], inc_input[5], C[5]);
	halfadd HA6 (inc_output[6], C[7], inc_input[6], C[6]);
	halfadd HA7 (inc_output[7], C[8], inc_input[7], C[7]);
	halfadd HA8 (inc_output[8], C[9], inc_input[8], C[8]);
	halfadd HA9 (inc_output[9], C[10], inc_input[9], C[9]);
	halfadd HA10 (inc_output[10], C[11], inc_input[10], C[10]);
	halfadd HA11 (inc_output[11], C[12], inc_input[11], C[11]);
	halfadd HA12 (inc_output[12], C[13], inc_input[12], C[12]);
	halfadd HA13 (inc_output[13], C[14], inc_input[13], C[13]);
	halfadd HA14 (inc_output[14], C[15], inc_input[14], C[14]);
	halfadd HA15 (inc_output[15], C[16], inc_input[15], C[15]);
endmodule 
module halfadd (S,C,X,Y);
   input X, Y;
	output S, C;
	assign S = X^Y;
	assign C = X&Y;
endmodule
module full_adder2 (sum, cout, a, b, cin);    
	input a, b, cin;
	output sum, cout;
	assign sum = a^b^cin;
	assign cout = a & b | (cin & (a^b));
endmodule
module bit16_ripplecarry2 (sum, cout, overout, a, b, cin);   
	input [15:0] a, b;
	input cin;
	output [15:0] sum;
	output cout;
	output overout;
	wire cout0, cout1, cout2, cout3, cout4, cout5, cout6, cout7, cout8, cout9, cout10, cout11, cout12, cout13, cout14;
	full_adder2 adder0 (sum[0], cout0, a[0], b[0], cin);
	full_adder2 adder1 (sum[1], cout1, a[1], b[1], cout0);
	full_adder2 adder2 (sum[2], cout2, a[2], b[2], cout1);
	full_adder2 adder3 (sum[3], cout3, a[3], b[3], cout2);
	full_adder2 adder4 (sum[4], cout4, a[4], b[4], cout3);
	full_adder2 adder5 (sum[5], cout5, a[5], b[5], cout4);
	full_adder2 adder6 (sum[6], cout6, a[6], b[6], cout5);
	full_adder2 adder7 (sum[7], cout7, a[7], b[7], cout6);
	full_adder2 adder8 (sum[8], cout8, a[8], b[8], cout7);
	full_adder2 adder9 (sum[9], cout9, a[9], b[9], cout8);
	full_adder2 adder10 (sum[10], cout10, a[10], b[10], cout9);
	full_adder2 adder11 (sum[11], cout11, a[11], b[11], cout10);
	full_adder2 adder12 (sum[12], cout12, a[12], b[12], cout11);
	full_adder2 adder13 (sum[13], cout13, a[13], b[13], cout12);
	full_adder2 adder14 (sum[14], cout14, a[14], b[14], cout13);
	full_adder2 adder15 (sum[15], cout, a[15], b[15], cout14);
	assign overout = cout ^ cout14;
endmodule	
```

## run.sh

```bash
#!/bin/bash
# OpenROAD 26Q1-2900-gdf79404cd8, Yosys 0.63+post, stock flow scripts
make -C /OpenROAD-flow-scripts/flow DESIGN_CONFIG=/design/flow/config.mk WORK_HOME=/design/flow/orfs finish
```

## config.mk

```make
export PLATFORM = sky130hd
export DESIGN_NAME = pc_controller
export DESIGN_NICKNAME = pc_controller
export VERILOG_FILES = /design/flow/design.v
export SDC_FILE = /design/flow/constraint.sdc
export NUM_CORES = 4
export LEC_CHECK = 1
export CORE_UTILIZATION = 30
```

==> run summary <==
Update from the flow run.

The share of synthesized area in the top cell type comes to 22.8%. The largest individual stage delay along the critical path comes from the cell fa_2. Subtracting the final worst setup slack from the clock period gives 7.04 ns. The final timing report lists clock skew as 0.000589 ns. STA classifies the critical path startpoint as a primary input. The stat command in Yosys gives a chip area of 1410 sq um. Across all setup checks in the final design, the least slack found is -0.840 ns. Per the gpl log, the routability congestion estimate is 0.853.

The combined area of all synthesized cells is 1410 sq um. The die covers 4970 sq um. The clock root buffer is clkbuf_8.

The average routed wire per standard cell is 13.4 microns. The core region area is 4440 sq um. For this design, Yosys synthesis ends with a cell count of 137. The number of logged tool warnings is 32. Including well taps, the total number of placed cells is 222.

Summed over all failing endpoints, the final setup total negative slack is -2.01 ns. The largest registers in the layout are PC: 16 flops. The first global-routing pass estimated 5.22 mm of wire. The post-route clock period utilization is 114%. The post-layout instance count excluding filler cells is 226. Ranked by instance count, the synthesized netlist is headed by buf_4 (17), inv_1 (17), dfxtp_1 (16). The flow measured a signed area growth from synthesis to layout of 40.0%. Yosys attributes the largest share of cell area to dfxtp_1 (23%), fa_1 (20%), ha_1 (13%). The sequential element share of the synthesized area is 22.8%. The clock-pin slew of the registers on the worst-case setup and hold paths is 0.07 ns. The final antenna diode tally reported by the flow is 0. Per the TritonCTS log, the buffer count is 3. The worst-skew pair later-pin latency is 0.25 ns. The post-route core utilization is 44.3%.

Pin placement for this block handled 57 I/O pins. After routing the design area is 1970 sq um. In this run the cell area measured after placement is 1900 sq um. The number of nets with antenna violations after routing is 0.

The completed layout was analyzed and its total power is 0.334 mW. The critical path capture point type is a register. The number of failing hold endpoints at the final stage is 0.

Once iteration 0 of detailed routing completed, the report listed 43 DRC markers. The number of clock sinks is 16. The total detailed-routing wirelength is 3.02 mm. TritonCTS built the clock tree. In this run the number of H-tree levels came out at 1. During placement, the flow inserted port buffers numbering 52. The script parses the final routing iteration and logs DRC violations as 0.

The cell type that accounts for the most area after synthesis is dfxtp_1. The first TritonRoute pass finished after 21 iterations. The top achievable clock speed is 142 MHz. The final reports fail on setup timing. The average footprint of a synthesized cell is 10.3 sq um. The initial antenna violation count came to 0. Setup repair after global routing could not meet its margin everywhere. Among all flip-flop cells after synthesis, the most frequent one is dfxtp_1.

The warning tally printed by Yosys for this design is 1. The async set or reset register ratio after synthesis is 0%. The critical path in this run is classified as in2reg. The synthesized design contains 16 register bits. Data on the critical path arrives at its endpoint at 7.22 ns. For this run, the slowest stage of the critical path takes 0.40 ns.

The average via count per standard cell is 4.80. Entering global routing, the biggest net connects 17 pins. The largest fanout on the critical path is 1. The dominant cell type by count on the critical path is fa_2.

The final number of setup-violating endpoints is 4. Detailed placement finished with a half-perimeter wire length of 2.33 mm. Global routing consumed, over all layers together, 13.6% of the routing resources. The largest register by flop count is PC.

The reported leakage power is 0.860 nW. The number of flip-flops in the largest register is 16. Per the OpenROAD floorplan log, the width of the die is 70.5 microns. The critical path contains buffers and inverters numbering 3 combined.

The number of core rows is 24. The number of inserted filler cells in the final layout is 425. In this run the tightest slew margin relative to its limit is 57.8%. The power density over cell area is 169 nW/um^2. The number of global-route vias before repair is 1131. The run finished, with violations left.

The cell family contributing the most delay on the critical path is adder cells. The detailed router placed 1084 vias in this run. The number of enable flip-flop cells is 0.

The tally of max-capacitance violations is 0. The tally of unique sky130hd cells used after synthesis is 25. The critical path required time is 6.38 ns. Synthesis produced 137 cells. The worst IR drop on VDD is 0.128 mV.

The floorplan core density is 31.7%. For reference, the critical path cell chain is buf_6 -> ha_4 -> fa_2 -> fa_2 -> fa_2 -> fa_2 -> fa_2 -> fa_2 -> fa_2 -> fa_2 -> fa_2 -> fa_2 -> fa_2 -> inv_2 -> fa_2 -> inv_2 -> fa_2 -> fa_2 -> xnor3_1 -> o221a_1 -> nor3_2. The layout summary lists the proportion of cells stronger than drive strength 1 as 22.4%. The global-route congestion overflow total is 0.

The slew at the pin with the worst max-slew slack is 0.632 ns. The number of buffers on the longest clock path is 2. Per the final report, max-transition violations number 0. The vertical die dimension is 70.5 microns. The worst min-delay path class is reg2reg. The number of setup buffers added after CTS is 0.
## timing repair
action | CTS | global route
hold buffers | 0 | 0
pin swaps | 19 | 1
hold endpoints to repair | 0 | 0
endpoints found under the setup margin | 6 | 5
resized | 7 | 1
## layout make-up
type	count	area [sq um]	area share [%]
clock buffer	4	55.1	2.79
inverter	17	63.8	3.24
multi-input combinational	82	923	46.9
sequential	16	320	16.3
tap	52	65.1	3.30
timing repair buffer	55	543	27.6
## per-stage QoR
| stage | setup WS [ns] | hold WS [ns] |
|---|---|---|
| global placement | -1.59 | 0.673 |
| finish | -0.840 | 0.707 |
| floorplan | -1.02 | 0.576 |
| global route | -0.967 | 0.743 |
| detailed placement | -1.67 | 0.679 |
| CTS | -0.898 | 0.710 |
## logic make-up (layout without fill, tap and decap cells)
kind of cell               after synthesis  after routing  share of synthesized area (%)
buffers and inverters                   39             76                           15.6
AOI/OAI and AO/OA                       28             28                           16.3
and+or+nand+nor                         20             20                           7.73
xor gates and xnor gates                 2              2                           2.22
DFF                                     16             16                           22.8
adders and majority gates               29             29                           33.2
muxes                                    3              3                           2.13
## worst paths after layout
kind / startpoint / end / slack [ns] / depth (start not counted)
worst min-delay path: PC[4] / PC[4] / 0.71 / 2
worst max-delay path: branch_offset[0] / PC[15] / -0.84 / 21
worst max register to register: PC[0] / PC[15] / -0.11 / 20
worst min register to register: PC[4] / PC[4] / 0.71 / 2
## where the power goes
part | leakage (nW) | total, mW | switching, mW | internal (mW)
Combinational | 0.698 | 0.117 | 0.0422 | 0.0745
Sequential | 0.133 | 0.122 | 0.00971 | 0.112
Clock | 0.0288 | 0.0952 | 0.0388 | 0.0564
Total | 0.860 | 0.334 | 0.0907 | 0.243
## tightest hold or removal path, stage by stage, from the launching register on
cell and delay (ns):
dfxtp_1 0.38, ha_1 0.14, o221a_2 0.16
## per-layer routing
metal	wire [microns]	part of all wire [%]	GRT usage (%)	vias up
met5	0	0	0	-
met4	0	0	1.36	0
met3	257	8.5	4.09	0
met2	1310	43	19.5	53
met1	1450	48	21.6	500
li1	-	-	-	531
## layout by cell type (no fill, tap or decap), drive strengths merged
cell | synthesis | final
ha | 15 | 15
and2 | 1 | 1
dlygate4sd2 | 0 | 1
xnor3 | 1 | 1
a21boi | 1 | 1
a2111oi | 3 | 3
clkdlybuf4s50 | 0 | 50
nor2 | 9 | 9
fa | 14 | 14
nor3 | 1 | 1
nor2b | 1 | 1
o221a | 12 | 12
a21oi | 12 | 12
xnor2 | 1 | 1
nand2b | 3 | 3
mux2i | 3 | 3
buf | 20 | 4
nor4 | 1 | 1
or3b | 2 | 2
clkbuf | 2 | 4
nand2 | 2 | 2
inv | 17 | 17
dfxtp | 16 | 16
Power is estimated from default activity; no workload was simulated.
