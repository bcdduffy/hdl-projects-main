`flow/design.v`:
```
module ssd(in, out);
	input [3:0] in; 					
	output [6:0] out;					
			wire an, bn, cn, dn;
			wire h6w1, h6w2;
			wire h5w1;
			wire h4w1, h4w2;
			wire h3w1, h3w2;
			wire h2w1, h2w2, h2w3;
			wire h1w1, h1n;
			wire h0w1, h0w2, h0w3;
			not 	n3g(an, in[3]);
			not 	n2g(bn, in[2]);
			not 	n1g(cn, in[1]);
			not 	n0g(dn, in[0]);
			nand 	h6g1(h6w1, an, bn, cn);				 
			nand 	h6g2(h6w2, in[2], in[1], in[0]);			 
			nand 	h6g4(out[6], h6w1, h6w2);   
			nand 	h5g1(h5w1, in[1], bn, dn);    			 
			not 	h5g2(out[5], h5w1);    		 
			nand 	h4g1(h4w1, in[2], cn, in[0]); 				    
			nand 	h4g2(h4w2, in[2], in[1], dn);			 
			nand 	h4g3(out[4], h4w1, h4w2);  
			nand 	h3g1(h3w1, cn, dn, in[2]);      	 
			nand 	h3g2(h3w2, an, bn, cn, in[0]);      	 
			nand 	h3g3(out[3], h3w1, h3w2);	 
			nand 	h2g1(h2w1, an, bn, in[0]); 				    
			nand 	h2g2(h2w2, in[1], in[0]);  			 
			nand 	h2g3(h2w3, in[1], bn);  			 
			nand 	h2g4(out[2], h2w1, h2w2, h2w3);	 
		   not   h1g0(h1n, in[0]);                   
			nand 	h1g1(h1w1, in[2], cn);	      		 
			nand 	h1g2(out[1], h1w1, h1n); 			 
			nand	   h0g1(h0w1, an, bn, cn, in[0]);  
			nand	   h0g2(h0w2, in[2], cn, dn);        
			nand	   h0g3(h0w3, in[2], in[1], in[0]); 
			nand	   h0g4(out[0], h0w1, h0w2, h0w3); 
endmodule
```
`flow/run.sh`:
```
#!/bin/bash
# OpenROAD 26Q1-2900-gdf79404cd8, Yosys 0.63+post, stock flow scripts
make -C /OpenROAD-flow-scripts/flow DESIGN_CONFIG=/design/flow/config.mk WORK_HOME=/design/flow/orfs finish
```
`flow/config.mk`:
```
export PLATFORM = sky130hd
export DESIGN_NAME = ssd
export DESIGN_NICKNAME = ssd
export VERILOG_FILES = /design/flow/design.v
export SDC_FILE = /design/flow/constraint.sdc
export NUM_CORES = 4
export LEC_CHECK = 1
export CORE_AREA = 10 10 70 70
export DIE_AREA = 0 0 80 80
```
`flow/constraint.sdc`:
```
current_design ssd

set clk_period 1.3
set clk_io_pct 0.2

create_clock -name clk0 -period $clk_period

set non_clock_inputs [all_inputs -no_clocks]
set_input_delay [expr $clk_period * $clk_io_pct] -clock clk0 $non_clock_inputs
set_output_delay [expr $clk_period * $clk_io_pct] -clock clk0 [all_outputs]
```
==> flow_metrics.py <==
# Physical implementation metrics
metrics = {
    "global_routing": {
        "grt_pass1_vias": 168,
        "globalRouteOverflowTotal": 0,
        "grt_max_degree": 7,
        "antenna_found_initial": 0,
        "track_usage": 0.01385,
        "grt_pass1_wl_microns": 779,
    },
    "worst_setup_path": {
        "cp_cell_sequence": "buf_6 -> or3b_4 -> buf_6 -> o211ai_1 -> buf_2",
        "cp-end-kind": "output port",
        "cp.depth": 5,
        "crit_type": "input port to output port",
        "required_ns": 1.04,
        "cpPeakStageDelay_ns": 0.39,
        "critPathCapture": "out[0]",
        "startpoint_type": "input port",
        "critical_path_buf_inv_count": 3,
        "cp_top_family": "simple AND/OR/NAND/NOR gates",
        "slowest_stage": "or3b_4",
        "startpoint": "in[3]",
        "critPathMaxFanout": 2,
        "worstPathArrival_ns": 1.15,
        "crit_top_cell": "buf_6",
    },
    "die": {
        "num_rows": 21,
        "die_y_microns": 80,
        "die_x_microns": 80,
        "chip_area_sq_um": 6400,
        "pin_count": 11,
        "design.core.area_sq_um": 3416,
        "fp_util": 0.02821,
    },
    "power_and_ir_drop": {
        "ir_drop_uv": 27.67,
        "p_per_area_nw_per_um2": 243.8,
        "leakagePower_nw": 0.1448,
    },
    "hold_path": {
        "min_path_type": "input port to output port",
    },
    "layout": {
        "mostFrequentLayoutCells": "buf_6 (6), buf_4 (5), buf_2 (4)",
        "nClkBuffers": 0,
        "final-comb-area_sq_um": 98.84,
        "lay_top_count": "buf_6",
        "fillCellCount": 400,
        "layout.cells.non_filler": 78,
        "seq_area_sq_um": 0,
        "ff_count": 0,
        "layout-drive-gt1-share": 0.6563,
        "area_growth_pct": 228.6,
    },
    "sta": {
        "slew_headroom": 0.8873,
        "worst_pin_slew_ns": 0.1681,
        "finalMaxSlewViolations": 0,
        "post-route-period-util": 1.081,
        "setup_viol": 3,
        "worst_slack_ns": -0.1059,
        "hold_viol": 0,
        "grt_setup_unrepaired": "true",
        "layout_min_cycle_time_ns": 1.406,
        "timing.fmax_mhz": 711.3,
    },
    "synthesis": {
        "ys_cells": 14,
        "syn_area_sq_um": 96.34,
        "synth_chip_area_sq_um": 96.34,
        "syn-instance-count": 14,
        "ys_seq_frac": 0,
        "synth_area_per_cell_sq_um": 6.882,
        "ys_types": 14,
        "yosys_warnings": 0,
    },
    "route": {
        "drc": 0,
        "ant_nets": 0,
        "diodes": 0,
        "drtPass1Iterations": 2,
        "drt_iter0_markers": 4,
        "routed_wl_microns": 477,
        "via_per_inst": 2.103,
        "vias": 164,
        "wl_per_cell_microns": 6.115,
    },
    "status": {
        "status": "finished with violations",
        "violations": "negative setup slack",
    },
    "placement": {
        "dp_hpwl_microns": 386.7,
        "post-place-ws_ns": -0.7928,
        "place.gp.congestion": 0.7687,
        "io_buffers": 11,
        "placed_cells": 73,
    },
    "clock_network": {
        "holdBufCountCts": 0,
    },
    "flow_run": {
        "tool_warnings": 34,
        "maxCapViolations": 0,
    },
}
power breakdown:
| part | total [mW] | switching (mW) | leakage, nW | internal, mW |
|---|---|---|---|---|
| clock network | 0 | 0 | 0 | 0 |
| registers | 0 | 0 | 0 | 0 |
| logic | 0.0772 | 0.0256 | 0.145 | 0.0515 |
| total | 0.0772 | 0.0256 | 0.145 | 0.0515 |
layout make-up:
cell class | count | share of cell area
Timing Repair Buffer | 19 | 0.4941
Tap cell | 46 | 0.1818
Multi-Input combinational cell | 12 | 0.3123
Inverter | 1 | 0.01186
per-layer routing:
layer	routed length [microns]	part of all wire	track usage
met1	213	0.45	0.01846
met2	185	0.39	0.02087
met3	78	0.16	0.006818
met4	0	0	0
met5	0	0	0
how the worst min path moves through the flow:
| stage | cells past startpoint | slack [ns] | endpoint | start |
|---|---|---|---|---|
| CTS | 3 | 0.82 | out[6] | in[3] |
| global route | 4 | 0.84 | out[6] | in[3] |
| finish | 4 | 0.81 | out[6] | in[3] |
cell usage after synthesis, drive strengths merged:
cell / count / area (sq um)
a21o: 1 / 8.760
or3b: 2 / 17.52
nand3: 1 / 5.000
inv: 1 / 3.750
nor3: 1 / 5.000
nand2b: 1 / 6.260
a21oi: 1 / 5.000
buf: 1 / 5.000
xor2: 1 / 8.760
o211ai: 1 / 7.510
o31ai: 1 / 7.510
a21bo: 1 / 10.01
and2: 1 / 6.260
logic make-up (layout without fill, tap and decap cells):
kind of cell / count (synthesis) / in the layout / share of synthesized area
and+or+nand+nor: 6 / 6 / 0.4156
AOI/OAI and AO/OA: 5 / 5 / 0.4026
buffers and inverters: 2 / 20 / 0.09082
xor gates and xnor gates: 1 / 1 / 0.09093
worst min-delay path: cells and delay by family:
family,cells,cell delay (ns)
buf+inv,3,0.25
compound gates,1,0.05
metrics by stage:
step / power [mW] / TNS [ns] / utilization / hold slack (ns) / instance area, sq um
global route: 0.08659 / -0.3248 / 0.09267 / 0.8399 / 316.6
global placement: 0.07307 / -4.542 / 0.08242 / 1.478 / 281.5
detailed placement: 0.07348 / -4.546 / 0.08242 / 1.482 / 281.5
finish: 0.07716 / -0.2166 / 0.09267 / 0.8141 / 316.6
CTS: 0.07560 / -0.2617 / 0.09048 / 0.8187 / 309.0
floorplan: 0.01852 / 0 / - / 0.5330 / 96.34
repair_timing:
| action | in CTS | in global routing |
|---|---|---|
| endpoints found under the setup margin | 7 | 4 |
| pin swaps | 4 | 1 |
| setup buffers | 4 | 1 |
| hold endpoints to repair | 0 | 0 |
| gates resized | 38 | 2 |
Power figures rest on the tool's default switching activity, not on a simulated workload.
